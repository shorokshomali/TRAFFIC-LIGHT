==> design.v <==
module traffic_lights(input clk, rst, output reg red, yellow, green);
localparam red_state = 0;
localparam red_yellow_state = 1;
localparam green_state = 2;
localparam yellow_state = 3;
localparam red_time = 1;
localparam red_yellow_time = 2;
localparam green_time = 3;
localparam yellow_time = 4;
integer present_state, next_state;
integer present_counter, next_counter;
always @ (posedge clk or posedge rst)
	begin
	if (rst) begin
		present_state <= red_state;
		present_counter <= 0;
	end
	else begin
		present_state <= next_state;
		present_counter <= next_counter;
	end
end
always
	begin
	next_state = present_state;
	next_counter = present_counter + 1;
	case (present_state)
		red_state: begin
			if (next_counter >= red_time) begin
				next_state = red_yellow_state;
				next_counter = 0;
			end
		end
		red_yellow_state: begin
		 if (next_counter >= red_yellow_time) begin
				next_state = green_state;
				next_counter = 0;
			end
		end
		green_state: begin
		 if (next_counter >= green_time) begin
				next_state = yellow_state;
				next_counter = 0;
			end
		end
		yellow_state: begin
		 if (next_counter >= yellow_time) begin
				next_state = red_state;
				next_counter = 0;
			end
		end
	endcase 
end
always 
   begin 
   red = 1'b0;
   yellow = 1'b0;
   green = 1'b0;
   case(present_state)
      red_state: begin
         red = 1'b1;
      end
      red_yellow_state: begin
         red = 1'b1;
         yellow = 1'b1;
      end
      green_state: begin
         green = 1'b1;
      end
      yellow_state: begin
         yellow = 1'b1;
      end
	endcase
end
endmodule
==> run.sh <==
#!/bin/bash
# OpenROAD 26Q1-2900-gdf79404cd8, Yosys 0.63+post, stock flow scripts
make -C /OpenROAD-flow-scripts/flow DESIGN_CONFIG=/design/flow/config.mk WORK_HOME=/design/flow/orfs finish
==> config.mk <==
export PLATFORM = sky130hd
export DESIGN_NAME = traffic_lights
export DESIGN_NICKNAME = traffic_lights
export VERILOG_FILES = /design/flow/design.v
export SDC_FILE = /design/flow/constraint.sdc
export NUM_CORES = 4
export LEC_CHECK = 1
export CORE_UTILIZATION = 30
==> constraint.sdc <==
current_design traffic_lights

set clk_period 6.1
set clk_io_pct 0.2

create_clock -name clk0 -period $clk_period [get_ports {clk}]

set non_clock_inputs [all_inputs -no_clocks]
set_input_delay [expr $clk_period * $clk_io_pct] -clock clk0 $non_clock_inputs
set_output_delay [expr $clk_period * $clk_io_pct] -clock clk0 [all_outputs]
==> flow_summary_export.csv <==
group,metric,value,unit
flow_run,warnings,28,
timing,maxSlewHeadroom,0.532,
timing,setup_tns,0,ns
placed_design,dp_hpwl,3320,um
logic_synthesis,yosys_area,2350,sq um
logic_synthesis,synthesis.area,2350,sq um
flow_run,cap_viol_max_count,0,
clocking,cts_tree,"built",
logic_synthesis,syn_area_per_cell,9.13,sq um
floorplan,io_pins,5,
floorplan,die_y,90.5,um
timing,finClkSkew,0.0100,ns
power,powerDensity,161,nW/um^2
logic_synthesis,synthCells,257,
logic_synthesis,edf_count,0,
clocking,cts-resized-gates,0,
timing,slew_viol_final,0,
global_routing,antenna_found_initial,0,
floorplan,fp_util,0.317,
timing,rsz0062_at_grt,"no",
floorplan,rows,31,
worst_setup_path,path_max_fanout,23,
logic_synthesis,synth_top_flop_cell,"dfrtp_1",
clocking,postCtsSetupRepairBufs,0,
logic_synthesis,ys_cells,257,
timing,setup_violations,0,
clocking,numCtsBuffers,5,
clocking,cts_root_buffer,"clkbuf_8",
global_routing,grt_usage,0.126,
power,peakVddDrop,0.134,mV
worst_setup_path,end_kind,"register",
placed_design,portBuffers,4,
route,drtAntennaViolNets,0,
logic_synthesis,synth_cell_types,47,
route,drtIter0Drc,143,
route,routed_wl,4670,um
worst_setup_path,start_kind,"register",
final_layout,drive_above_1_share,0.132,
worst_hold_path,hold_start,"present_state[0]",
logic_synthesis,postSynthSeqShare,0.384,
timing,post-route-period-util,0.570,
logic_synthesis,yosysWarnings,1,
route,vias,1825,
final_layout,area_delta_synth_final,7.78,%
floorplan,core_area,7410,sq um
timing,final.min_clock_period,3.48,ns
power,leakage,0.960,nW
route,dr.pass1.iters,4,
global_routing,grt_pass1_wl,8360,um
global_routing,grt_max_degree,37,
floorplan,dieArea,8180,sq um
logic_synthesis,top_area_cell,"dfrtp_1",
logic_synthesis,synthTopCellsByArea,"dfrtp_1 37%, xnor2_1 7.1%, nor2_1 6.2%",
clocking,cts_num_sinks,36,
power,finalPower,407,uW
logic_synthesis,synth_flops,36,
worst_setup_path,critPathKind,"reg2reg",
placed_design,place.gp.congestion,0.854,
route,top_layer,"met4",
logic_synthesis,async_flop_share,1.00,
logic_synthesis,synth_top_area_share,0.373,
clocking,insertion_delay,0.28,ns
timing,worst_slew_pin_slew,0.699,ns
route,avgViaCountPerCell,5.11,
worst_setup_path,cp.required,6.27,ns
route,wl_met2,2050,um
worst_setup_path,worst_path_largest_cell_delay,0.73,ns
worst_hold_path,hp-class,"reg2reg",
clocking,hold_buffers,0,
worst_setup_path,crit_chain,"nand3_1, or4_1, o31a_1, o211a_1, o2111ai_4, nor3_4, a211oi_4, buf_4, nor2_1",
clocking,cts_max_level,2,
global_routing,grt_pass1_vias,1742,
worst_setup_path,worstPathArrival,3.64,ns
timing,hold_viol,0,
route,m1WireLength,2370,um
worst_setup_path,cp_slowest_cell,"or4_1",
route,drc,0,
floorplan,die_w,90.5,um
clocking,clk_pin_slew,0.08,ns
route,wl_met3,218,um
worst_setup_path,cp-startpoint,"present_counter[2]",
worst_setup_path,reg2reg_from,"present_counter[2]",
clocking,cts.path.max_buffers,2,
route,insertedDiodeCount,0,
route,post_drt_wl_per_cell,13.1,um
timing,fmaxAchievable,288,MHz
status,status,"complete, no violations",
global_routing,grt.overflow.total,0,
[layout by cell type (no fill, tap or decap), types with 2 or more instances in the layout]
cell             count
o31a_1               2
inv_1               11
xnor2_1             19
nor2_2              10
a31o_2               2
nor2_1              39
o2bb2ai_1            3
a211oi_1             3
nor3_1               7
or2_2                3
mux2i_1              3
ha_1                 4
xor2_1              13
clkbuf_8             5
clkbuf_1             2
nand2_1             17
nor4_1              11
and3_1               2
o21ai_0              3
nand3_1             16
a31oi_1              2
clkdlybuf4s50_1      4
dfrtp_1             35
and4_1               3
nor3b_1              2
a21boi_0             2
nand4_1             10
buf_4                2
nor4_4               2
a21oi_1              3
[worst max-delay path, delay by kind of cell (launching register included)]
family / cells / cell delay [ns]
DFF: 1 / 0.46
AOI/OAI and AO/OA: 4 / 1.34
buffers and inverters: 1 / 0.39
and+or+nand+nor: 4 / 1.14
[final timing paths]
check	to	slack (ns)	depth (start not counted)
max	present_counter[11]	2.62	9
min	present_state[0]	0.52	2
max reg2reg	present_counter[11]	2.62	9
min reg2reg	present_state[0]	0.52	2
max in group asynchronous	present_state[0]	4.41	3
min in group asynchronous	present_counter[25]	1.34	3
[logic make-up (layout without fill, tap and decap cells)]
family | count (synthesis) | count (layout) | synth area share
flops | 36 | 36 | 0.384
buf+inv | 24 | 25 | 0.0506
fa+ha+maj | 4 | 4 | 0.0213
compound gates | 28 | 28 | 0.103
xor+xnor | 32 | 32 | 0.119
simple gates | 129 | 129 | 0.303
mux | 4 | 4 | 0.0176
[synth_stat cells (2+ instances only)]
master	instances
nor2_1	39
dfrtp_1	35
xnor2_1	19
nand2_1	17
nand3_1	16
xor2_1	13
inv_1	11
nor4_1	11
nand4_1	10
nor2_2	10
nor3_1	7
clkbuf_1	5
buf_2	4
ha_1	4
a211oi_1	3
a21oi_1	3
and4_1	3
buf_6	3
mux2i_1	3
o21ai_0	3
o2bb2ai_1	3
or2_2	3
a21boi_0	2
a31o_2	2
a31oi_1	2
and3_1	2
nor3b_1	2
nor4_4	2
o31a_1	2
[sequential cells by signal, summed over array words and instances (netlist names)]
signal and flops:
present_state 4, present_counter 32
[report_power, final]
group          switching [mW]  leakage, nW  internal [mW]  total (mW)
registers                   0        0.490          0.239       0.239
clock network          0.0823       0.0422         0.0802       0.162
logic                 0.00456        0.428        0.00103     0.00559
total                  0.0868        0.960          0.320       0.407
[area by class of cell]
class	count	area (sq um)
Sequential cell	36	902
Inverter	11	41.3
Clock inverter	1	5.00
Clock buffer	7	76.3
Multi-Input combinational cell	197	1330
Timing Repair Buffer	6	55.1
Tap cell	99	124
Fill cell	741	4880
[layer usage]
metal,up-vias,GRT usage
li1,911,-
met1,869,0.199
met2,40,0.193
met3,5,0.0205
met4,0,0.00941
met5,-,0
[metrics by stage]
step	setup WS [ns]	hold slack (ns)	instance area, sq um	instances	util
3_3_place_gp	2.70	0.505	2450	349	0.331
5_1_grt	2.38	0.543	2530	357	0.341
3_5_place_dp	2.64	0.511	2450	349	0.331
2_1_floorplan	3.19	0.478	2350	257	-
6_report	2.62	0.520	2530	357	0.341
4_1_cts	2.62	0.527	2530	357	0.341
Power is estimated from default activity; no workload was simulated.
