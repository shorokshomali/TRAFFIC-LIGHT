<file path="flow/design.v">
`timescale 1ns / 1ps
module traffic_light(clk,rst,red, yellow,green);
input clk, rst;
output 		red, yellow,green;
localparam S_RED = 0;
localparam S_YELLOW = 1;
localparam S_GREEN = 2;
reg 	[2:0]	state;
reg		[2:0]	next_state;
reg		[5:0]	time_count;
assign red 		= (state == S_RED)		? 1 : 0;
assign yellow 	= (state == S_YELLOW)	? 1 : 0;
assign green 	= (state == S_GREEN)	? 1 : 0;
always @(posedge clk or negedge rst)
	if (!rst)		
		time_count <= 0;
	else	
		if (state == next_state) 	
			time_count <= time_count + 1;
		else 
			time_count <= 0;
always @(posedge clk or negedge rst)
	if (!rst)		
		state <= S_RED;
	else	 	
		state <= next_state;
always @(*)
	begin
	next_state 	= state;  
	case (state)
		S_RED: 
			if (time_count >= 60)
				next_state =  S_GREEN;
		S_YELLOW:
			if (time_count >= 3)
	  		  	next_state =  S_RED;
		S_GREEN:
			if (time_count >= 60)
	  		  	next_state =  S_YELLOW;
		default	: next_state =	state;
	 endcase
	end
 endmodule
</file>
<file path="flow/run.sh">
#!/bin/bash
# OpenROAD 26Q1-2900-gdf79404cd8, Yosys 0.63+post, stock flow scripts
make -C /OpenROAD-flow-scripts/flow DESIGN_CONFIG=/design/flow/config.mk WORK_HOME=/design/flow/orfs finish
</file>
<file path="flow/config.mk">
export PLATFORM = sky130hd
export DESIGN_NAME = traffic_light
export DESIGN_NICKNAME = traffic_light
export VERILOG_FILES = /design/flow/design.v
export SDC_FILE = /design/flow/constraint.sdc
export NUM_CORES = 4
export LEC_CHECK = 1
export CORE_AREA = 10 10 70 70
export DIE_AREA = 0 0 80 80
</file>
<file path="flow/constraint.sdc">
current_design traffic_light

set clk_period 3.2
set clk_io_pct 0.2

create_clock -name clk0 -period $clk_period [get_ports {clk}]

set non_clock_inputs [all_inputs -no_clocks]
set_input_delay [expr $clk_period * $clk_io_pct] -clock clk0 $non_clock_inputs
set_output_delay [expr $clk_period * $clk_io_pct] -clock clk0 [all_outputs]
</file>
==> run_summary.xml <==
<?xml version="1.0" encoding="UTF-8"?>
<metrics>
  <group name="critical_path">
    <metric name="critical_path_required" unit="ps">2560</metric>
    <metric name="reg2reg_from" unit="">time_count[0]</metric>
    <metric name="crit_path_start_kind" unit="">flip-flop</metric>
    <metric name="critical_path.endpoint_type" unit="">output pin</metric>
    <metric name="reg2reg_to" unit="">time_count[3]</metric>
    <metric name="critical_path.cell_chain" unit="">nor3b_1, clkdlybuf4s50_1</metric>
    <metric name="timing.critical_path.arrival" unit="ps">1500</metric>
    <metric name="critical-path-max-stage-delay" unit="ps">530</metric>
    <metric name="cpMaxStageDelayCell" unit="">clkdlybuf4s50_1</metric>
    <metric name="r2r.worst_path.cells" unit="">4</metric>
    <metric name="critPathMaxFanout" unit="">6</metric>
    <metric name="critPathLaunch" unit="">state[1]</metric>
    <metric name="critPathBufInv" unit="">1</metric>
    <metric name="critical_path_class" unit="">flip-flop to output pin</metric>
    <metric name="crit_family" unit="">buffers and inverters</metric>
    <metric name="setup.reg_to_reg.worst_slack" unit="ps">1870</metric>
  </group>
  <group name="clock_tree">
    <metric name="cts-resized-gates" unit="">0</metric>
    <metric name="postCtsSetupBuffers" unit="">0</metric>
    <metric name="cts.htree.levels" unit="">1</metric>
    <metric name="cts.path.max_buffers" unit="">2</metric>
    <metric name="cts_buffers" unit="">3</metric>
    <metric name="cts_tree" unit="">done</metric>
    <metric name="clk_root_buffer_cell" unit="">clkbuf_4</metric>
    <metric name="cts.reportedPaths.clkPinSlew" unit="ps">60</metric>
    <metric name="clock_sink_count" unit="">9</metric>
    <metric name="number_of_buffers_added_to_fix_hold_violations_after_cts" unit="">0</metric>
    <metric name="worstSkewPairLatency" unit="ps">260</metric>
  </group>
  <group name="grt">
    <metric name="groute.layer.met2.usage" unit="%">3.612</metric>
    <metric name="met1_usage" unit="%">3.394</metric>
    <metric name="grt_pass1_vias" unit="">316</metric>
    <metric name="grt_use_total" unit="%">2.659</metric>
    <metric name="met3_usage" unit="%">1.932</metric>
    <metric name="grt_start_max_net_pins" unit="">10</metric>
    <metric name="grt_first_pass_wirelength" unit="µm">1400</metric>
    <metric name="antenna_found_initial" unit="">0</metric>
    <metric name="grt-ovfl-total" unit="">0</metric>
    <metric name="global_route.peak_usage_layer" unit="">met2</metric>
  </group>
  <group name="power">
    <metric name="net-switching-power" unit="W">0.00004002</metric>
    <metric name="ir_worst_vdd" unit="mV">0.09471</metric>
    <metric name="power-per-cell-area" unit="nW/µm²">365.1</metric>
    <metric name="pwr-share-seq" unit="%">56.1</metric>
    <metric name="combinational_group_share_of_total_power" unit="%">1.6</metric>
    <metric name="switching_share" unit="%">19.73</metric>
    <metric name="clock_power_share" unit="%">42.3</metric>
    <metric name="power_leakage" unit="nW">0.2177</metric>
    <metric name="cell_internal_pwr" unit="W">0.0001628</metric>
  </group>
  <group name="synth">
    <metric name="ys_area" unit="µm²">442.9</metric>
    <metric name="synthesis.yosys.warnings" unit="">1</metric>
    <metric name="syn-instance-count" unit="">40</metric>
    <metric name="postSynthSeqShare" unit="%">50.85</metric>
    <metric name="synthesis.area" unit="µm²">442.9</metric>
    <metric name="yosysCellCount" unit="">40</metric>
    <metric name="yosys_register_bits" unit="">9</metric>
    <metric name="synth.avg_cell_area" unit="µm²">11.07</metric>
    <metric name="synth.distinct_cells" unit="">23</metric>
  </group>
  <group name="final_timing">
    <metric name="post-route-period-util" unit="%">66.95</metric>
    <metric name="timing.setup.tns" unit="ps">0</metric>
    <metric name="maxSlewHeadroom" unit="%">73.05</metric>
    <metric name="finalSetupViolCount" unit="">0</metric>
    <metric name="clock_skew" unit="ps">2.750</metric>
    <metric name="grt_setup_unrepaired" unit="">false</metric>
    <metric name="fin_crit" unit="ps">2142</metric>
    <metric name="final-hold-violation-count" unit="">0</metric>
    <metric name="max_freq" unit="MHz">466.8</metric>
    <metric name="timing_max_transition_violations_final" unit="">0</metric>
    <metric name="max_slew.worst_pin.slew" unit="ps">402.9</metric>
  </group>
  <group name="hold_path">
    <metric name="worst_hold_path.endpoint" unit="">state[2]</metric>
    <metric name="min-delay-path-class" unit="">flip-flop to flip-flop</metric>
    <metric name="hold_path.startpoint" unit="">state[2]</metric>
    <metric name="holdPathStages" unit="">0</metric>
  </group>
  <group name="final_layout">
    <metric name="fin_area" unit="µm²">555.5</metric>
    <metric name="finalCoreUtilization" unit="%">16.26</metric>
    <metric name="layout_top_cells" unit="">dfrtp_1, nor3_1, clkdlybuf4s50_1, nand3_1, clkbuf_4</metric>
    <metric name="layout.cells.most_common" unit="">dfrtp_1</metric>
    <metric name="synthToLayoutAreaGrowth" unit="%">25.42</metric>
    <metric name="final_layout_size_suffix_gt1_share" unit="%">17.39</metric>
  </group>
  <group name="routing">
    <metric name="detail_route.wirelength" unit="µm">782</metric>
    <metric name="drt_iter0_markers" unit="">7</metric>
    <metric name="antenna_cells" unit="">0</metric>
    <metric name="drt-wirelength-per-cell" unit="µm">8.500</metric>
    <metric name="drc_errors" unit="">0</metric>
    <metric name="first_pass_iters" unit="">2</metric>
    <metric name="avgViaCountPerCell" unit="">3.359</metric>
    <metric name="ant_nets" unit="">0</metric>
    <metric name="dr_total_vias" unit="">309</metric>
  </group>
  <group name="place">
    <metric name="buffer_ports.inserted" unit="">4</metric>
    <metric name="post_detail_place_hpwl" unit="µm">567.1</metric>
    <metric name="gpl.final_weighted_congestion" unit="">0.7405</metric>
    <metric name="postPlaceCellArea" unit="µm²">529.3</metric>
  </group>
  <group name="floorplan">
    <metric name="fp_util" unit="%">12.97</metric>
    <metric name="die_span_in_x" unit="µm">80</metric>
    <metric name="core_area" unit="µm²">3416</metric>
    <metric name="die_h" unit="µm">80</metric>
    <metric name="chipArea" unit="µm²">6400</metric>
    <metric name="count_of_standard_cell_rows" unit="">21</metric>
    <metric name="io_pins" unit="">5</metric>
  </group>
  <group name="status">
    <metric name="outcome" unit="">finished clean</metric>
  </group>
  <group name="job">
    <metric name="count_of_tool_warnings" unit="">25</metric>
    <metric name="max_cap_violations" unit="">0</metric>
  </group>
</metrics>
[metrics by stage]
step	total power [W]	instances	hold slack [ps]	setup slack, ps
after floorplan	0.0001159	40	344.4	1924
after global placement	0.0001192	88	428.9	1303
after global routing	0.0002146	92	484.9	961.2
after detailed placement	0.0001193	88	448.6	1351
final	0.0002028	92	459.6	1058
after CTS	0.0002071	92	463.1	1024
[logic make-up (layout without fill, tap and decap cells)]
logic type / after synthesis / in the layout / share of synthesized area (%)
AND-OR/OR-AND: 5 / 5 / 10.17
XOR/XNOR: 4 / 4 / 7.911
adder cells (fa/ha/maj): 1 / 1 / 2.824
buffers and inverters: 3 / 9 / 3.389
flip-flops: 9 / 9 / 50.85
AND/OR/NAND/NOR: 18 / 18 / 24.86
[layout make-up]
type	count	area, µm²
well taps	46	57.56
flip-flops and latches	9	225.2
repair buffers	4	40.04
fillers	382	2860
clock buffers	4	26.28
multi-input cells	28	202.7
inverters	1	3.754
[worst reg2reg max path, cell delays in order, from the launching register on]
cell and delay (ps):
dfrtp_1 400, ha_1 260, nor4_2 230, a21boi_2 170, nor3_1 180
[registers in the layout, indices dropped and copies added (netlist names)]
| signal | cells |
|---|---|
| state | 3 |
| time_count | 6 |
[how the worst max path moves through the flow]
stage | depth (start not counted) | end | slack, ps
after CTS | 2 | yellow | 1020
after global routing | 2 | yellow | 960
final | 2 | yellow | 1060
[per-layer routing]
metal	part of all wire, %	up-vias
met3	11	2
met4	1.0	0
li1	-	153
met5	0	-
met2	38	7
met1	50	147
[synthesized netlist by cell type (all sizes together)]
library cell | count | area share (%)
a211oi | 2 | 4.5
a21boi | 1 | 2.5
a41oi | 1 | 2.0
and2 | 1 | 1.4
and3 | 2 | 3.1
buf | 1 | 1.7
clkbuf | 1 | 0.85
dfrtp | 9 | 51
ha | 1 | 2.8
inv | 1 | 0.85
nand2 | 1 | 0.85
nand3 | 3 | 3.4
nor2 | 2 | 1.7
nor3 | 5 | 5.6
nor3b | 2 | 4.5
nor4 | 1 | 2.8
o21ai | 1 | 1.1
or3 | 1 | 1.4
xnor2 | 2 | 4.0
xor2 | 2 | 4.0
[power groups by stage]
stage      logic (W)  registers [W]  clock network, W
4_1_cts   0.00000342       0.000114         0.0000899
5_1_grt   0.00000373       0.000114         0.0000971
6_report  0.00000318       0.000114         0.0000859
No activity file was given, so power comes from the tool's default toggle rates.
